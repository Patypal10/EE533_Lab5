==> flow/design.v <==
module M32bitwide (input [63:0] D0,
	     input [63:0] D1,
	     input S0,
	     output [63:0] O);
assign O = S0?D1:D0;
endmodule
==> flow/run.sh <==
#!/bin/bash
# OpenROAD 26Q1-2900-gdf79404cd8, Yosys 0.63+post, stock flow scripts
make -C /OpenROAD-flow-scripts/flow DESIGN_CONFIG=/design/flow/config.mk WORK_HOME=/design/flow/orfs finish
==> flow/config.mk <==
export PLATFORM = sky130hd
export DESIGN_NAME = M32bitwide
export DESIGN_NICKNAME = M32bitwide
export VERILOG_FILES = /design/flow/design.v
export SDC_FILE = /design/flow/constraint.sdc
export NUM_CORES = 4
export LEC_CHECK = 1
export CORE_AREA = 10 10 84 84
export DIE_AREA = 0 0 94 94
==> flow/constraint.sdc <==
current_design M32bitwide

set clk_period 1.0
set clk_io_pct 0.2

create_clock -name clk0 -period $clk_period

set non_clock_inputs [all_inputs -no_clocks]
set_input_delay [expr $clk_period * $clk_io_pct] -clock clk0 $non_clock_inputs
set_output_delay [expr $clk_period * $clk_io_pct] -clock clk0 [all_outputs]
==> ci_impl_report.md <==
### Yosys + OpenROAD results

| Metric | Value |
|---|---|
| Post-route ant nets | `0` |
| Mapped Cells | `71` |
| Post-Synth XOR/XNOR Area | `0%` |
| Slew margin rel. | `93.9%` |
| Setup WS post-layout | `-186 ps` |
| Cells after DPL | `331` |
| Number of DRC markers in iteration 0 | `13` |
| Peak Freq | `843 MHz` |
| Area Growth Syn to Fin | `192%` |
| Core Util, Final | `60.4%` |
| Clock Buffer Count | `0` |
| Finished Layout Cells | `approximately 340` |
| Yosys stat chip area | `1080 µm²` |
| Most frequent logic cell in the layout | `dlygate4sd2_1` |
| Gr usage total | `13.8%` |
| Yosys simple share | `0%` |
| Diode count | `0` |
| Die footprint | `8840 µm²` |
| Time the worst path needs with I/O delays and setup | `between 1000 and 1500 ps` |
| Routed vias | `1321` |
| Endpoints failing hold | `0` |
| Unique masters post-synth | `4` |
| Core Density at Floorplan | `about a fifth` |
| Global route total overflow | `0` |
| PwrDens | `407 nW/µm²` |
| P_leak | `1.74 nW` |
| Seq share, synth | `0%` |
| Max Cap Viol | `0` |
| Synth warnings | `0` |
| Worst endpoint required time | `800 ps` |
| Fin crit share | `119%` |
| First-pass GRT wire length | `9.24 mm` |
| Post-CTS Hold Fix Bufs | `0` |
| Top Layout Cells | `dlygate4sd2_1 (118), mux2_4 (63), buf_6 (51)` |
| RSZ-0062 raised after global routing | `yes` |
| Max FO, Critical Path | `5` |
| Final HPWL DP | `6.07 mm` |
| Worst EP arrival | `990 ps` |
| Filler instances | `493` |
| Total iterations of the first detailed-routing run | `2` |
| Top logic family | `multiplexers` |
| WL/cell | `about 20 µm` |
| WHS Endpoint | `O[0]` |
| Core area | `5200 µm²` |
| Setup CP Type | `in2out` |
| Final WL | `between 6 and 7 mm` |
| Post-DR vias/cell | `3.90` |
| Comb gate area | `957 µm²` |
| Post-Syn Area | `roughly 1100 µm²` |
| Die y size | `between 90 and 100 µm` |
| Min-Delay Path Depth | `3` |
| Setup violators final | `64` |
| Initial antenna violation count | `0` |
| Post-route DRC | `0` |
| Chip Width | `about 94 µm` |
| Vias in the first global route | `1507` |
| Mapped Avg Cell Area | `15.2 µm²` |
| Flop count | `0` |
| Status | `complete, but fails checks` |
| Max Slew Vio Count | `0` |
| Largest net degree at the start of global routing | `11` |
| Hold WC Path Type | `in2out` |
| Worst-Margin Slew | `90.9 ps` |
| Tool warnings | `35` |
| # Cells Yosys | `71` |
| Top area cell types | `mux2_4 (84%), buf_12 (11%), mux2_2 (4.2%)` |
| MUX area fraction | `87.8%` |
| Fa+ha+maj area frac | `0%` |
| Crit. End Element | `primary output` |
| Post-Synth AOI/OAI Area | `0%` |
| Failing checks | `setup timing` |
| Layout cells sized above 1 | `52.4%` |
| Area leader share | `between 80% and 90%` |
| Yosys top cell by area | `mux2_4` |
| Num rows | `26` |
| Gpl congestion | `0.823` |
| FF+latch area | `0 µm²` |
| Hold path startpoint | `D1[0]` |
| I/O Pins | `just under 200` |
| Startpoint Class | `primary input` |
| Port bufs | `193` |
| Maximum VDD drop | `0.168 mV` |
metal layers:
layer / up-vias / routed length, µm / track usage (%)
li1: 673 / - / -
met5: - / 0 / 0
met1: 571 / 2160 / 13.0
met4: 0 / 0 / 0.380
met2: 77 / 4020 / 27.8
met3: 0 / 730 / 5.90
where the power goes:
| part | total, mW | internal, mW | switching, mW |
|---|---|---|---|
| Clock | 0 | 0 | 0 |
| Combinational | 1.28 | 0.980 | 0.300 |
| Sequential | 0 | 0 | 0 |
| Total | 1.28 | 0.980 | 0.300 |
critical path, cell delays in order:
cell and delay (ps):
buf_16 130, buf_16 140, buf_12 120, mux2_4 280, buf_2 120
metrics by stage:
| stage | setup WS [ps] | cell area, µm² | TNS [ps] | hold slack [ps] | power (mW) |
|---|---|---|---|---|---|
| 4_1_cts | -233 | 2970 | -8470 | 798 | 1.22 |
| 6_report | -186 | 3150 | -6410 | 698 | 1.28 |
| 2_1_floorplan | 2.55 | 1080 | 0 | 498 | 0.408 |
| 3_3_place_gp | -545 | 3040 | -32060 | 1330 | 1.34 |
| 5_1_grt | -199 | 3150 | -7390 | 714 | 1.36 |
| 3_5_place_dp | -541 | 3040 | -31870 | 1330 | 1.34 |
synth_stat cells, drive strengths merged:
library cell / count
buf: 7
mux2: 64
logic make-up after synthesis:
logic type / after synthesis
buffers and inverters: 7
muxes: 64
worst max path at each step:
| stage | from | to | slack [ps] |
|---|---|---|---|
| after CTS | S0 | O[63] | -230 |
| after global routing | S0 | O[17] | -200 |
| final | S0 | O[17] | -190 |
layout make-up:
class                           instances  share of cell area (%)
Multi-Input combinational cell         64                    30.4
Timing Repair Buffer                  205                    66.8
Tap cell                               70                    2.78
what timing repair did:
item,in CTS,in global routing
endpoints found under the hold margin,0,0
resized,368,24
setup endpoints to repair,64,64
gates cloned,4,3
setup buffers,1,0
No activity file was given, so power comes from the tool's default toggle rates.
