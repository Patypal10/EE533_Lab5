$ cat flow/config.mk
export PLATFORM = sky130hd
export DESIGN_NAME = processor_alu
export DESIGN_NICKNAME = processor_alu
export VERILOG_FILES = /design/flow/design.v
export SDC_FILE = /design/flow/constraint.sdc
export NUM_CORES = 4
export LEC_CHECK = 1
export CORE_UTILIZATION = 30
$ cat flow/constraint.sdc
current_design processor_alu

set clk_period 17.4
set clk_io_pct 0.2

create_clock -name clk0 -period $clk_period

set non_clock_inputs [all_inputs -no_clocks]
set_input_delay [expr $clk_period * $clk_io_pct] -clock clk0 $non_clock_inputs
set_output_delay [expr $clk_period * $clk_io_pct] -clock clk0 [all_outputs]
$ cat flow/design.v
`timescale 1ns / 1ps
module processor_alu #(
	DATA_WIDTH = 32
	)(
	input wire [DATA_WIDTH-1:0] A,
	input wire [DATA_WIDTH-1:0] B,
	input wire [2:0] aluctrl,
	output reg [DATA_WIDTH-1:0] Z,
	output reg overflow
	);
	always @(*) begin
		Z = {DATA_WIDTH{1'b0}};
		overflow = 1'b0;
		case (aluctrl)
			3'b000 : begin
				Z = A + B;
				overflow = A[DATA_WIDTH-1] & B[DATA_WIDTH-1];
			end
			3'b001 : begin
				Z = A - B;
			end
			3'b010 : begin
				Z = A & B;
			end
			3'b011 : begin
				Z = A | B;
			end
			3'b100 : begin
				Z = A ^ B;
			end
			3'b101 : begin
				Z = A == B;
			end
			3'b110 : begin
				Z = {A[DATA_WIDTH-2:0], {1'b0}};
			end
			3'b111 : begin
				Z = {{1'b0}, A[DATA_WIDTH-1:1]};
			end
			default : begin
				Z = {DATA_WIDTH{1'b0}};
				overflow = 1'b0;
			end
		endcase
	end
endmodule
$ cat flow/run.sh
#!/bin/bash
# OpenROAD 26Q1-2900-gdf79404cd8, Yosys 0.63+post, stock flow scripts
make -C /OpenROAD-flow-scripts/flow DESIGN_CONFIG=/design/flow/config.mk WORK_HOME=/design/flow/orfs finish
==> Changelog: implementation <==
### Implementation results

- Result of the run: finished, final reports clean
- Via/cell ratio: 5.48
- Critical path arrival: 7400 ps
- YS chip area: 5830 um2
- Share of post-route cells with drive strength above 1: 0.0342
- Max transition margin: 0.439
- Die extent in x: 141 um
- Yosys cell count: 948
- Relative area change from synthesis to final layout: 18.5%
- First drt pass iteration count: 7
- GRT Residual Overflow: 0
- Synthesis Warnings: 1
- Antenna Violating Nets Remaining: 0
- DRC viols: 0
- Die y size: 141 um
- Class of the tightest hold or removal check: in2out
- Largest voltage drop on the vdd net: 0.0133 mV
- Synth unique cells: 79
- Area inside the core boundary: 18,900 um2
- Number of placement rows: ~50
- Number of ports placed on the die boundary: ~100
- Drt initial violations: around 630
- OpenROAD warning count: 95
- Fraction of the cycle the final worst path needs: 0.625
- Static Leak: between 2 and 3 nW
- Kind of end point of the critical path: output port
- PD cells: ~33 nW/um2
- Crit path kind: in2out
- Number of setup violations in the final report: 0
- Pin count of the biggest net entering global routing: between 40 and 50
- Req. time, crit path: 13,920 ps
- Number of instances resized during post-cts repair: 0
- Achievable frequency: a little over 0.09 GHz
- Max-capacitance violation count: 0
- Floorplan utilization: 0.309
- Cell area after synthesis: about 5800 um2
- Layout clock buffer count: 0
- Count of antenna diodes in the layout: 0
- Avg Inst Size Synth: 6.15 um2
- Final critical-path required period: roughly 11,000 ps
- Max Slew Vio Count: 0
- Seq/Total Area, Yosys: 0
- Cells after synthesis: 948
- Vias in the first global route: roughly 6,400
- Worst-path fanout max: 7
- Routability Congestion: 0.943
- GRT Util Overall: 0.217
- Hold-critical path depth: 4
- Setup crit start kind: input pin
- Transition time of the tightest slew-check pin: 839 ps
- Unrepaired setup endpoints after global routing: false
- Wire length of the first global-routing pass: 34.5 mm
- Initial antenna violation count: 0
- Final wirelength: approximately 22 mm
- Final Hold Viols: 0
- Combined flip-flop and latch cell area: 0 um2
- DPL Wire Length: approximately 16 mm
- Final core utilization: 0.366
- Vias after detailed routing: 6,866
- Final sum of negative setup slack: 0 ps
- Port bufs: 100
- Routed WL per cell: 17.2 um
- Flip-flop and latch count: 0
- Hold-fix buffer count after cts: 0
- Post-CTS setup-driven buffer insertion count: 0
- Area of the die: around 20,000 um2
[per-stage QoR]
stage               total power [mW]  hold WS [ps]  instance area (um2)  std cells  setup WS, ps
floorplan                      0.143          7120                 5830        948          8320
global placement               0.224          7970                 6910       1254          6610
detailed placement             0.223          7940                 6910       1254          6630
CTS                            0.225          7950                 6910       1254          6600
global route                   0.251          7980                 6910       1254          6270
finish                         0.227          7960                 6910       1254          6520
[Yosys cell counts (5+ instances only)]
library cell,instances,area [um2]
sky130_fd_sc_hd__inv_1,100,375
sky130_fd_sc_hd__nor3_1,14,70.1
sky130_fd_sc_hd__buf_2,8,40.0
sky130_fd_sc_hd__a211oi_1,12,90.1
sky130_fd_sc_hd__o22ai_1,9,56.3
sky130_fd_sc_hd__o21ai_0,114,571
sky130_fd_sc_hd__a22oi_1,14,105
sky130_fd_sc_hd__and2_1,5,31.3
sky130_fd_sc_hd__xnor2_1,13,114
sky130_fd_sc_hd__buf_1,10,37.5
sky130_fd_sc_hd__nand2_1,97,364
sky130_fd_sc_hd__nor2_1,112,420
sky130_fd_sc_hd__nand4_1,9,56.3
sky130_fd_sc_hd__o31ai_1,8,60.1
sky130_fd_sc_hd__a221oi_1,8,70.1
sky130_fd_sc_hd__mux2i_1,15,150
sky130_fd_sc_hd__buf_6,5,56.3
sky130_fd_sc_hd__nor4_1,5,31.3
sky130_fd_sc_hd__nand3_1,11,55.1
sky130_fd_sc_hd__o21a_1,6,45.0
sky130_fd_sc_hd__ha_1,95,1190
sky130_fd_sc_hd__o211ai_1,10,75.1
sky130_fd_sc_hd__a31oi_1,12,75.1
sky130_fd_sc_hd__a21boi_0,5,37.5
sky130_fd_sc_hd__clkbuf_1,38,143
sky130_fd_sc_hd__nor2b_1,8,50.1
sky130_fd_sc_hd__o221ai_1,7,61.3
sky130_fd_sc_hd__o21bai_1,8,60.1
sky130_fd_sc_hd__xor2_1,6,52.6
sky130_fd_sc_hd__nand2b_1,13,81.3
sky130_fd_sc_hd__a21oi_1,93,465
[worst paths after layout]
check                      start     to  slack [ps]
worst max-delay path        A[1]  Z[29]        6520
worst min-delay path  aluctrl[1]  Z[30]        7960
[critical path, cell delays in order]
cell and delay [ps]:
sky130_fd_sc_hd__clkdlybuf4s50_1 660, sky130_fd_sc_hd__inv_1 90, sky130_fd_sc_hd__ha_1 370, sky130_fd_sc_hd__a211oi_1 290, sky130_fd_sc_hd__o211a_1 290, sky130_fd_sc_hd__o21ba_2 180, sky130_fd_sc_hd__o21ai_0 200, sky130_fd_sc_hd__a31oi_1 500
sky130_fd_sc_hd__o21ai_0 170, sky130_fd_sc_hd__nor3_1 320, sky130_fd_sc_hd__xor2_1 120, sky130_fd_sc_hd__o21ai_0 210, sky130_fd_sc_hd__clkdlybuf4s50_1 510
[where the power goes]
| group | internal, mW | switching (mW) | leakage [nW] |
|---|---|---|---|
| registers | 0 | 0 | 0 |
| clock network | 0 | 0 | 0 |
| logic | 0.0983 | 0.129 | 2.97 |
| total | 0.0983 | 0.129 | 2.97 |
[area by class of cell]
class              count  area (um2)
repair buffers       109        1050
well taps            260         325
multi-input cells    783        5150
inverters            102         383
fillers             2094       12000
[cells by family (layout without fill, tap and decap cells)]
group | after synthesis | after routing | share of synthesized area
simple gates | 295 | 295 | 0.225
mux | 19 | 19 | 0.0373
buf+inv | 165 | 211 | 0.117
compound gates | 353 | 353 | 0.382
fa+ha+maj | 97 | 97 | 0.211
xor+xnor | 19 | 19 | 0.0285
[cell usage in the layout, fill, tap and decap left out, drive strengths merged, types with 4 or more instances in the layout]
cell           Yosys  routed
a211oi            12      12
a21boi             7       7
a21o               5       5
a21oi             93      93
a221oi            10      10
a22oi             14      14
a31oi             13      13
and2               5       5
and3               4       4
buf               25      12
clkdlybuf4s50      0      97
ha                95      95
inv              100     100
mux2i             15      15
nand2             97      97
nand2b            13      13
nand3             11      11
nand4              9       9
nor2             112     112
nor2b              8       8
nor3              15      15
nor4               6       6
o211ai            12      12
o21a               7       7
o21ai            118     118
o21bai             8       8
o221ai             7       7
o22ai              9       9
o31ai              9       9
or2                4       4
or3                4       4
xnor2             13      13
xor2               6       6
[routing by layer]
layer  GRT usage  up-vias  share of wire
li1            -     3430              -
met1       0.326     3124           0.49
met2       0.339      278           0.43
met3      0.0210       34          0.057
met4      0.0385        0          0.023
met5           0        -              0
Power is estimated from default activity; no workload was simulated.
